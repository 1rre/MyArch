==> run.sh <==
#!/bin/bash
# OpenROAD 26Q1-2900-gdf79404cd8, Yosys 0.63+post, stock flow scripts
make -C /OpenROAD-flow-scripts/flow DESIGN_CONFIG=/design/flow/config.mk WORK_HOME=/design/flow/orfs finish
==> constraint.sdc <==
current_design CombALU

set clk_period 891.3
set clk_io_pct 0.2

create_clock -name clk0 -period $clk_period [get_ports {clock}]

set non_clock_inputs [all_inputs -no_clocks]
set_input_delay [expr $clk_period * $clk_io_pct] -clock clk0 $non_clock_inputs
set_output_delay [expr $clk_period * $clk_io_pct] -clock clk0 [all_outputs]
==> design.v <==
module CombALU(
  input         clock,
  input         reset,
  input  [63:0] io_dIn1,
  input  [63:0] io_dIn2,
  output [63:0] io_dOut,
  input  [3:0]  io_op,
  input  [2:0]  io_tIn1,
  input  [2:0]  io_tIn2,
  output [2:0]  io_tOut
);
  wire [2:0] _GEN_0 = io_tIn1 == 3'h5 & io_tIn2 == 3'h3 ? 3'h5 : 3'h0;  
  wire [2:0] _GEN_3 = io_tIn1 == 3'h5 & io_tIn2 == 3'h2 ? 3'h5 : _GEN_0;  
  wire [2:0] _GEN_6 = io_tIn1 == 3'h5 & io_tIn2 == 3'h1 ? 3'h5 : _GEN_3;  
  wire [2:0] _GEN_9 = io_tIn1 == 3'h5 & io_tIn2 == 3'h0 ? 3'h5 : _GEN_6;  
  wire [2:0] _GEN_12 = io_tIn1 == 3'h5 & io_tIn2 == 3'h5 ? 3'h5 : _GEN_9;  
  wire [2:0] _GEN_15 = io_tIn1 == 3'h5 & io_tIn2 == 3'h4 ? 3'h4 : _GEN_12;  
  wire [2:0] _GEN_18 = io_tIn1 == 3'h4 & io_tIn2 == 3'h3 ? 3'h4 : _GEN_15;  
  wire [2:0] _GEN_21 = io_tIn1 == 3'h4 & io_tIn2 == 3'h2 ? 3'h4 : _GEN_18;  
  wire [2:0] _GEN_24 = io_tIn1 == 3'h4 & io_tIn2 == 3'h1 ? 3'h4 : _GEN_21;  
  wire [2:0] _GEN_27 = io_tIn1 == 3'h4 & io_tIn2 == 3'h0 ? 3'h4 : _GEN_24;  
  wire [2:0] _GEN_30 = io_tIn1 == 3'h4 & io_tIn2 == 3'h5 ? 3'h4 : _GEN_27;  
  wire [2:0] tUpgrade = io_tIn1 == 3'h4 & io_tIn2 == 3'h4 ? 3'h4 : _GEN_30;  
  reg [63:0] result;  
  reg [2:0] resultType;  
  wire  _T_38 = tUpgrade == 3'h0;  
  wire [127:0] _result_T = io_dIn1 * io_dIn2;  
  wire [127:0] _GEN_39 = tUpgrade == 3'h0 ? _result_T : {{64'd0}, result};  
  wire [2:0] _GEN_40 = tUpgrade == 3'h0 ? tUpgrade : resultType;  
  wire [63:0] _result_T_2 = io_dIn1 + io_dIn2;  
  wire [63:0] _GEN_41 = _T_38 ? _result_T_2 : result;  
  wire [63:0] _result_T_4 = io_dIn1 - io_dIn2;  
  wire [63:0] _GEN_43 = _T_38 ? _result_T_4 : result;  
  wire [63:0] _result_T_5 = io_dIn1 / io_dIn2;  
  wire [63:0] _GEN_45 = _T_38 ? _result_T_5 : result;  
  wire [63:0] _GEN_1 = io_dIn1 % io_dIn2;  
  wire [63:0] _result_T_6 = _GEN_1[63:0];  
  wire [63:0] _GEN_47 = _T_38 ? _result_T_6 : result;  
  wire [63:0] _GEN_49 = io_op == 4'h9 ? {{63'd0}, io_dIn1 < io_dIn2} : result;  
  wire [2:0] _GEN_50 = io_op == 4'h9 ? 3'h3 : resultType;  
  wire [63:0] _GEN_51 = io_op == 4'h8 ? {{63'd0}, io_dIn1 >= io_dIn2} : _GEN_49;  
  wire [2:0] _GEN_52 = io_op == 4'h8 ? 3'h3 : _GEN_50;  
  wire [63:0] _GEN_53 = io_op == 4'h7 ? {{63'd0}, io_dIn1 != io_dIn2} : _GEN_51;  
  wire [2:0] _GEN_54 = io_op == 4'h7 ? 3'h3 : _GEN_52;  
  wire [63:0] _GEN_55 = io_op == 4'h6 ? {{63'd0}, io_dIn1 == io_dIn2} : _GEN_53;  
  wire [2:0] _GEN_56 = io_op == 4'h6 ? 3'h3 : _GEN_54;  
  wire [63:0] _GEN_57 = io_op == 4'h5 ? _GEN_47 : _GEN_55;  
  wire [2:0] _GEN_58 = io_op == 4'h5 ? _GEN_40 : _GEN_56;  
  wire [63:0] _GEN_59 = io_op == 4'h4 ? _GEN_45 : _GEN_57;  
  wire [2:0] _GEN_60 = io_op == 4'h4 ? _GEN_40 : _GEN_58;  
  wire [63:0] _GEN_61 = io_op == 4'h3 ? _GEN_43 : _GEN_59;  
  wire [63:0] _GEN_63 = io_op == 4'h2 ? _GEN_41 : _GEN_61;  
  wire [127:0] _GEN_65 = io_op == 4'h1 ? _GEN_39 : {{64'd0}, _GEN_63};  
  wire [127:0] _GEN_68 = io_op == 4'h0 ? {{64'd0}, io_dIn2} : _GEN_65;  
  assign io_dOut = result;  
  assign io_tOut = resultType;  
  always @(posedge clock) begin
    result <= _GEN_68[63:0];
    if (io_op == 4'h0) begin  
      resultType <= io_tIn2;  
    end else if (io_op == 4'h1) begin  
      resultType <= _GEN_40;
    end else if (io_op == 4'h2) begin  
      resultType <= _GEN_40;
    end else if (io_op == 4'h3) begin  
      resultType <= _GEN_40;
    end else begin
      resultType <= _GEN_60;
    end
  end
endmodule
==> config.mk <==
export PLATFORM = sky130hd
export DESIGN_NAME = CombALU
export DESIGN_NICKNAME = CombALU
export VERILOG_FILES = /design/flow/design.v
export SDC_FILE = /design/flow/constraint.sdc
export NUM_CORES = 4
export LEC_CHECK = 1
export CORE_UTILIZATION = 40
==> flow_summary.json <==
{
  "avgSynthCellArea_sq_um": 7.171,
  "ant_nets": 0,
  "rr_endpoint": "resultType[2]",
  "warnings": 94,
  "final_layout_size_suffix_gt1_share_pct": 6.336,
  "criticalPathCategory": "in2reg",
  "die-area_sq_mm": 0.4854,
  "yosys_warnings": 1,
  "vias": 208800,
  "dpl.hpwl_mm": 942.7,
  "detail_route.wl_per_cell_um": 33.96,
  "crit-reg2reg-launch": "resultType[2]",
  "fmax_ghz": 0.002437,
  "synth-compound-area-share_pct": 24.65,
  "ys_seq_elements": 67,
  "synth_cells": 26920,
  "cts_tree": "yes",
  "period_minus_slack_ps": 410280,
  "yosys_area_sq_mm": 0.1931,
  "hp-class": "reg2reg",
  "fin_crit_sh_pct": 46.03,
  "numCtsBuffers": 9,
  "critPathLaunch": "io_dIn2[58]",
  "via_per_inst": 6.243,
  "wl_mm": 1136,
  "io_buffers": 204,
  "synth_area_sq_mm": 0.1931,
  "die_y_um": 696.7,
  "crit_required_ps": 891440,
  "async_reset_ff_share_pct": 0,
  "grt_max_degree": 76,
  "crit_top_cell": "buf_4",
  "grtUsageTotal_pct": 47.34,
  "clockBufferDepth": 2,
  "rrSetupSlack_ps": 890440,
  "grt_pass1_vias": 198800,
  "hold_viol_final": 0,
  "setup_viol": 0,
  "die_x_um": 696.7,
  "status": "complete, no violations",
  "yosys_cells": 26920,
  "synth-edff-count": 67,
  "clock_skew_ps": 0,
  "fp_util_pct": 40.26,
  "synth_cell_types": 114,
  "cpMaxStageDelayCell": "a2111oi_0",
  "hp-start": "resultType[0]",
  "numClockSinks": 67,
  "worst_slew_pin_slew_ps": 1159,
  "fillers": 49780,
  "antenna_found_initial": 127,
  "regArea_sq_mm": 0.002012,
  "ios": 207,
  "core_area_sq_mm": 0.4796,
  "r2r_cells": 1,
  "top_area_share_pct": 19.02,
  "crit_path_max_fanout": 75,
  "simple_gate_area_share_pct": 22.26,
  "maxCapViolCount": 0,
  "gp_congestion": 1.094,
  "syn2layout_area_growth_pct": 7.248,
  "cts_hold_buf": 0,
  "min_to": "resultType[0]",
  "xor_share_pct": 8.329,
  "ys_sh_adder_pct": 35.35,
  "clkTransAtPathRegs_ps": 80,
  "route.detailed.drc": 0,
  "whs_path_depth": 2,
  "ys_seq_share_pct": 1.042,
  "slew_viol_final": 0,
  "ys_top_logic_family": "adder cells",
  "drtIter0Drc": 20480,
  "gr-total-overflow": 0,
  "synth.area.mux_share_pct": 1.434,
  "clk_latency_ps": 430,
  "fp-row-count": 254,
  "cts_setup_buffers": 0,
  "grt_pass1_wl_mm": 1558,
  "top_area_cell": "fa_1",
  "post_cts_resized": 0,
  "htreeDepth": 3,
  "cp.arrival_ps": 410430,
  "start_kind": "input pin",
  "rsz0062_at_grt": "false",
  "yosys-top-cells-area": "fa_1 (19%), ha_1 (16%), nand2_1 (7.7%)",
  "drt_first_pass_iters": 8,
  "end_kind": "flip-flop",
  "cts_root_buf": "clkbuf_16",
  "comb_area_sq_mm": 0.1783,
  "slew_headroom_pct": 20.73,
  "fin_tns_setup_ps": 0,
  "flop_cell": "edfxtp_1",
  "slowest_delay_ps": 960
}
cell usage after synthesis, types with 57 or more instances:
master	n
ha_1	2521
and2_1	381
o31ai_1	183
clkbuf_1	915
a31o_2	59
nor3_1	617
nor2_1	2383
fa_1	1834
nor2b_1	281
nor4_1	115
a211o_1	93
o2111ai_1	57
nand3_1	551
nand2_1	3956
edfxtp_1	67
nand2b_1	207
a221oi_1	98
o21a_1	478
nand4_1	235
mux2i_1	128
o21bai_1	272
and3_1	167
o221ai_1	64
o21ai_1	80
a31oi_1	308
a22oi_1	64
o21ai_0	1297
or3_1	225
or4_1	58
or2_2	154
a21oi_1	2074
inv_1	2386
o31a_1	67
a211oi_1	190
a21o_1	879
buf_1	204
xor2_1	694
xnor2_1	1142
o211ai_1	222
a21boi_0	80
mux2_2	132
o22ai_1	107
worst max path at each step:
stage,end,slack (ps)
finish,result[20],481020
global route,result[20],476300
CTS,result[20],489220
critical path, delay by kind of cell:
| kind | cells | cell delay, ps |
|---|---|---|
| muxes | 12 | 4810 |
| AOI/OAI and AO/OA | 335 | 109880 |
| xor gates and xnor gates | 1 | 140 |
| adders and majority gates | 63 | 21340 |
| and+or+nand+nor | 221 | 64500 |
| buffers and inverters | 98 | 29630 |
metal layers:
metal	wire length, um	track usage [%]
met3	135500	18.73
met5	1499	1.575
met1	430300	59.04
met4	101700	32.52
met2	466900	67.30
stage by stage:
| stage | hold WS, ps | instances | worst slack (ps) | area, sq um | utilization [%] |
|---|---|---|---|---|---|
| floorplan | 527.8 | 26920 | 534020 | 193100 | - |
| global placement | 584.2 | 33340 | 488990 | 206500 | 43.06 |
| detailed placement | 588.1 | 33340 | 489710 | 206500 | 43.06 |
| CTS | 611.3 | 33360 | 489220 | 206800 | 43.13 |
| global route | 633.8 | 33380 | 476300 | 206900 | 43.14 |
| finish | 611.2 | 33450 | 481020 | 207100 | 43.18 |
layout by cell type, fill, tap and decap left out, types with 67 or more instances in the layout:
master           synthesis  layout
nand2_1               3956    3951
ha_1                  2521    2521
nor2_1                2383    2362
inv_1                 2386    2342
a21oi_1               2074    2066
fa_1                  1834    1834
o21ai_0               1297    1289
xnor2_1               1142    1142
buf_4                    3     979
a21o_1                 879     875
xor2_1                 694     694
nor3_1                 617     610
nand3_1                551     551
o21a_1                 478     475
and2_1                 381     378
a31oi_1                308     305
nor2b_1                281     280
o21bai_1               272     271
nand4_1                235     235
or3_1                  225     224
o211ai_1               222     222
nand2b_1               207     205
a211oi_1               190     189
o31ai_1                183     176
and3_1                 167     167
or2_2                  154     156
mux2_2                 132     132
mux2i_1                128     128
clkdlybuf4s50_1          0     119
nor4_1                 115     111
o22ai_1                107     105
a221oi_1                98      97
a211o_1                 93      93
diode_2                  0      92
o21ai_1                 80      80
a21boi_0                80      79
edfxtp_1                67      67
flip-flops by register name, indices dropped and copies added, names as in the netlist:
register / cells
result: 64
resultType: 3
cells by family after synthesis:
family / Yosys count
AND/OR/NAND/NOR: 9547
AND-OR/OR-AND: 7310
adder cells (fa/ha/maj): 4355
buffers and inverters: 3549
XOR/XNOR: 1836
multiplexers: 260
flip-flops: 67
layout make-up:
cell class | count | share of cell area, %
diodes | 92 | 0.1112
clock buffers | 9 | 0.1088
clock inverters | 7 | 0.05076
inverters | 2399 | 4.386
multi-input cells | 23310 | 86.13
flip-flops and latches | 67 | 0.9717
well taps | 6400 | 3.867
repair buffers | 1167 | 4.374
